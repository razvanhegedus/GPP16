--- ./run.sh ---
#!/bin/bash
# OpenROAD 26Q1-2900-gdf79404cd8, Yosys 0.63+post, stock flow scripts
make -C /OpenROAD-flow-scripts/flow DESIGN_CONFIG=/design/flow/config.mk WORK_HOME=/design/flow/orfs finish
--- ./config.mk ---
export PLATFORM = sky130hd
export DESIGN_NAME = control_unit
export DESIGN_NICKNAME = control_unit
export VERILOG_FILES = /design/flow/design.v
export SDC_FILE = /design/flow/constraint.sdc
export NUM_CORES = 4
export LEC_CHECK = 1
export CORE_UTILIZATION = 50
--- ./constraint.sdc ---
current_design control_unit

set clk_period 3.9
set clk_io_pct 0.2

create_clock -name clk0 -period $clk_period [get_ports {clk}]

set non_clock_inputs [all_inputs -no_clocks]
set_input_delay [expr $clk_period * $clk_io_pct] -clock clk0 $non_clock_inputs
set_output_delay [expr $clk_period * $clk_io_pct] -clock clk0 [all_outputs]
--- ./design.v ---
module control_unit
 #(parameter FLAGS_size = 6)
 (input logic [6:0] opcode,input logic clk,state_flag_bit,init,
 output logic wrmem,ioe,intreq,decodeinstr,we3,rst,hlt,wrpc,prefix,jump,ch,ret,wrflags,seladdr,
 output logic [FLAGS_size-1:0] Jcc,output logic [4:0] func,output logic [2:0] stwr,
 output logic [1:0] spc_a,output logic [2:0] spc_b,
 output logic use_sp_r1, use_sp_r2, use_sp_w
 );
 typedef enum logic [5:0] {LDW = 6'b0,STW,MOV,
			HLT,RST,INT,IN,OUT,CH,RET,
			ADD,SUB,MUL,DIV,
			MVN,OR,AND,ORN,ANDN,EOR,EON,LSL,
			LSR,ASR,REV,
			J,JZ,JNZ,JC,JNC,JO,JNO,JP,JNP,JG,JL,JNG,JNL,CMP,MOD,
            PUSH, POP} instr;  
	typedef enum logic [4:0] {ADD_OP = 5'b0,SUB_OP,MUL_OP,DIV_OP,MOD_OP,
			MVN_OP,OR_OP,AND_OP,ORN_OP,ANDN_OP,EOR_OP,EON_OP,REV_OP,
			LSL_OP,LSR_OP,ASR_OP,
			NOP_OP,CMP_OP} alu;
 typedef enum logic {r=1'b0,i} prefx;
 instr command;
 alu alu_op;
 prefx ext;
 logic [2:0] state;
 assign {command,ext} = opcode;
 always_ff @(posedge clk,posedge init) begin
	if (init) begin
		func <= NOP_OP;
		wrmem <= 0;
		ioe <= 0;
		intreq <= 0;
		decodeinstr <= 1; 
		stwr <= 'b0;
		we3 <= 0;
		rst <= 1;
		wrpc <= 0;
		prefix <= 0;
		jump <= 0;
		ch <= 0;
		hlt <= 0;
		ret <= 0;
		spc_a <= 'b0;
		spc_b <= 'b0;
		wrflags <= 0;
		Jcc <= 'b0;
		seladdr <= 0;
		use_sp_r1 <= 0;
        use_sp_r2 <= 0;
        use_sp_w <= 0;
		state <= 0;
	end
	else begin
		if (hlt) state <= state;
		else begin 
			hlt <= 0;
			state <= state + 3'b001;
		end
		case(state)
			0: begin  
				func <= NOP_OP;
				wrmem <= 0;
				ioe <= 0;
				intreq <= 0;
				decodeinstr <= 1;
				stwr <= 'b0;
				we3 <= 0;
				rst <= 0;
				wrpc <= 0; 
				prefix <= 0;
				jump <= 0;
				ch <= 0;
				hlt <= 0;
				ret <= 0;
				spc_a <= 'b0;
				spc_b <= 'b0;
				wrflags <= 0;
				Jcc <= 'b0;
				seladdr <= 0;
                use_sp_r1 <= 0;
                use_sp_r2 <= 0;
                use_sp_w <= 0;
			   end
			 1: begin  
				spc_a <= 1;
				spc_b <= 2;
				func <= ADD_OP;
				decodeinstr <= 0;
			   end
			2: begin
				wrpc <= 1;
			  end 
			3: begin  
				case(command)
					LDW: begin  
						seladdr <= 1;
						wrpc <= 0;
						func <= NOP_OP;
					   end
					STW: begin  
						wrpc <= 0;
						func <= NOP_OP;
						seladdr <= 1;
					   end
					 MOV: begin  
						func <= NOP_OP;
						wrpc <= 0;
						we3 <= 1;
						if (ext == r) stwr <= 2;
						else stwr <= 1;
						state <= 0;
					   end
					  RST: begin  
						rst <= 1;
						state <= 0;
					  end
					  HLT: begin  
						hlt <= 1;
						wrpc <= 0;
						state <= 7;
					  end
					  IN: begin  
						wrpc <= 0;
						func <= NOP_OP;
						seladdr <= 1;
					   end
					   OUT: begin  
						wrpc <= 0;
						func <= NOP_OP;
						seladdr <= 1;
					  end
					  INT: begin  
						wrpc <= 0;
						func <= NOP_OP;
						seladdr <= 1;
					   end
					  CH: begin  
						wrpc <= 0;
						ch <= 1;
						if (ext == r) prefix <= 0;
						else prefix <= i;
						jump <= 1;
						stwr <= 0;
					   end
					   RET: begin  
						wrpc <= 0;
						func <= NOP_OP;
						ret <= 1;
						prefix <= 0;
						jump <= 1;
					   end
                       PUSH: begin  
                           spc_a <= 0; 
                           alu_op <= SUB_OP;
                           func <= alu_op;
                           spc_b <= 1;  
                           use_sp_r1 <= 1;
                           use_sp_w <= 1;
                           stwr <= 0;  
                           we3 <= 1;  
                           wrpc <= 0;
                       end
                       POP: begin  
                           seladdr <= 1;  
                           use_sp_r2 <= 1;  
                           stwr <= 3;  
                           we3 <= 1;  
                           wrpc <= 0;
                       end
					   CMP: begin
						   spc_a <=0;
						   func <= CMP_OP;
						   wrflags <= 1;
						   wrpc <= 0;
						   state <= 0;
					     end
					   ADD: begin  
						spc_a <= 0;
						alu_op <= ADD_OP;
						func <= alu_op;
						wrflags <= 1;
						wrpc <= 0;
						stwr <= 0;
						we3 <= 1;
						state <= 0;
						if (ext == r) spc_b <= 0;
						else spc_b <= 1;
					    end
					   SUB: begin  
						spc_a <= 0;
						func <= SUB_OP;
						wrflags <= 1;
						wrpc <= 0;
						stwr <= 0;
						we3 <= 1;
						state <= 0;
						if (ext == r) spc_b <= 0;
						else spc_b <= 1;
					    end
					   MUL: begin  
						spc_a <= 0;
						func <= MUL_OP;
						wrflags <= 1;
						wrpc <= 0;
						stwr <= 0;
						we3 <= 1;
						state <= 0;
						if (ext == r) spc_b <= 0;
						else spc_b <= 1;
					    end
					    DIV: begin  
						spc_a <= 0;
						func <= DIV_OP;			
						wrflags <= 1;
						wrpc <= 0;
						stwr <= 0;
						we3 <= 1;
						state <= 0;
						if (ext == r) spc_b <= 0;
						else spc_b <= 1;
					    end
					    MOD: begin  
						spc_a <= 0;
						func <= MOD_OP;
						wrflags <= 1;
						wrpc <= 0;
						stwr <= 0;
						we3 <= 1;
						state <= 0;
						if (ext == r) spc_b <= 0;
						else spc_b <= 1;
					    end
					   MVN: begin  
						spc_a <= 0;
						func <= MVN_OP;
						wrflags <= 1;
						wrpc <= 0;
						stwr <= 0;
						we3 <= 1;
						state <= 0;
						if (ext == r) spc_b <= 0;
						else spc_b <= 1;
					    end
					    OR: begin  
						spc_a <= 0;
						func <= OR_OP;
						wrflags <= 1;
						wrpc <= 0;
						stwr <= 0;
						we3 <= 1;
						state <= 0;
						if (ext == r) spc_b <= 0;
						else spc_b <= 1;
					    end
					    AND: begin  
						spc_a <= 0;
						func <= AND_OP;
						wrflags <= 1;
						wrpc <= 0;
						stwr <= 0;
						we3 <= 1;
						state <= 0;
						if (ext == r) spc_b <= 0;
						else spc_b <= 1;
					    end
					   ANDN: begin  
						spc_a <= 0;
						func <= ANDN_OP;
						wrflags <= 1;
						wrpc <= 0;
						stwr <= 0;
						we3 <= 1;
						state <= 0;
						if (ext == r) spc_b <= 0;
						else spc_b <= 1;
					    end
					    ORN: begin  
						spc_a <= 0;
						func <= ORN_OP;
						wrflags <= 1;
						wrpc <= 0;
						stwr <= 0;
						we3 <= 1;
						state <= 0;
						if (ext == r) spc_b <= 0;
						else spc_b <= 1;
					    end
						EOR: begin  
						spc_a <= 0;
						func <= EOR_OP;
						wrflags <= 1;
						wrpc <= 0;
						stwr <= 0;
						we3 <= 1;
						state <= 0;
						if (ext == r) spc_b <= 0;
						else spc_b <= 1;
					    end
					    EON: begin  
						spc_a <= 0;
						func <= EON_OP;
						wrflags <= 1;
						wrpc <= 0;
						stwr <= 0;
						we3 <= 1;
						state <= 0;
						if (ext == r) spc_b <= 0;
						else spc_b <= 1;
					    end
					    REV: begin  
						spc_a <= 0;
						func <= REV_OP;
						wrflags <= 1;
						wrpc <= 0;
						stwr <= 0;
						we3 <= 1;
						state <= 0;
						if (ext == r) spc_b <= 0;
						else spc_b <= 1;
					    end
					    LSL: begin  
						spc_a <= 0;
						func <= LSL_OP;
						wrflags <= 1;
						wrpc <= 0;
						stwr <= 0;
						we3 <= 1;
						state <= 0;
						if (ext == r) spc_b <= 0;
						else spc_b <= 1;
					    end
					    LSR: begin  
						spc_a <= 0;
						func <= LSR_OP;
						wrflags <= 1;
						wrpc <= 0;
						stwr <= 0;
						we3 <= 1;
						state <= 0;
						if (ext == r) spc_b <= 0;
						else spc_b <= 1;
					    end
					    ASR: begin  
						spc_a <= 0;
						func <= ASR_OP;
						wrflags <= 1;
						wrpc <= 0;
						stwr <= 0;
						we3 <= 1;
						state <= 0;
						if (ext == r) spc_b <= 0;
						else spc_b <= 1;
					    end
					    J: begin  
						if (ext == r) prefix <= 0;
						else prefix <= 1;
						jump <= 1;
						func <= NOP_OP;
						end
						JZ: begin  
						if (ext == r) prefix <= 0;
						else prefix <= 1;
						Jcc <= 5;
						jump <= 1;
						func <= NOP_OP;
						wrpc <= 0;
						end
						JNZ: begin  
						if (ext == r) prefix <= 0;
						else prefix <= 1;
						Jcc <= 5;
						jump <= 1;
						func <= NOP_OP;
						wrpc <= 0;
						end
						JC: begin  
						if (ext == r) prefix <= 0;
						else prefix <= 1;
						Jcc <= 3;
						jump <= 1;
						func <= NOP_OP;
						wrpc <= 0;
						end
						JNC: begin  
						if (ext == r) prefix <= 0;
						else prefix <= 1;
						Jcc <= 3;
						jump <= 1;
						func <= NOP_OP;
						wrpc <= 0;
						end
						JO: begin  
						if (ext == r) prefix <= 0;
						else prefix <= 1;
						Jcc <= 4;
						jump <= 1;
						func <= NOP_OP;
						wrpc <= 0;
						end
						JNO: begin  
						if (ext == r) prefix <= 0;
						else prefix <= 1;
						Jcc <= 4;
						jump <= 1;
						func <= NOP_OP;
						wrpc <= 0;
						end
						JP: begin  
						if (ext == r) prefix <= 0;
						else prefix <= 1;
						Jcc <= 2;
						jump <= 1;
						func <= NOP_OP;
						wrpc <= 0;
						end
						JNP: begin  
						if (ext == r) prefix <= 0;
						else prefix <= 1;
						Jcc <= 2;
						jump <= 1;
						func <= NOP_OP;
						wrpc <= 0;
						end
						JG: begin  
						if (ext == r) prefix <= 0;
						else prefix <= 1;
						Jcc <= 1;
						jump <= 1;
						func <= NOP_OP;
						wrpc <= 0;
						end
						JL: begin  
						if (ext == r) prefix <= 0;
						else prefix <= 1;
						Jcc <= 0;
						jump <= 1;
						func <= NOP_OP;
						wrpc <= 0;
						end
						JNG: begin  
						if (ext == r) prefix <= 0;
						else prefix <= 1;
						Jcc <= 1;
						jump <= 1;
						func <= NOP_OP;
						wrpc <= 0;
						end
						JNL: begin  
						if (ext == r) prefix <= 0;
						else prefix <= 1;
						Jcc <= 0;
						jump <= 1;
						func <= NOP_OP;
						wrpc <= 0;
						end
					    default: state <= 0;
				endcase
			   end
			4: begin  
				case(command)
					LDW: begin  
						stwr <= 3;
						we3 <= 1;
						seladdr <= 0;
						state <= 0;
					   end
					STW: begin  
						wrmem <= 1;
						state <= 0;
					   end
                    PUSH: begin  
                        use_sp_r2 <= 1;
                    end
					IN: begin  
							ioe <= 1;
					end
					OUT: begin  
							ioe <= 1;
							state <= 0;
					end
					INT: begin  
							intreq <= 1;
							state <= 0;
					end
					CH: begin  
						we3 <= 1;
						ch <= 0;
					 end
					RET: begin  
						wrpc <= 1;
						state <= 0;
					end
					JZ: begin  
						state <= 0;
						wrpc <= state_flag_bit;
					end
					JNZ: begin  
						state <= 0;
						wrpc <= ~state_flag_bit;
					end
					JC: begin  
						state <= 0;
						wrpc <= state_flag_bit;
					end
					JNC: begin  
						state <= 0;
						wrpc <= ~state_flag_bit;
					end
					JO: begin  
						state <= 0;
						wrpc <= state_flag_bit;
					end
					JNO: begin  
						state <= 0;
						wrpc <= ~state_flag_bit;
					end
					JP: begin  
						state <= 0;
						wrpc <= state_flag_bit;
					end
					JNP: begin  
						state <= 0;
						wrpc <= ~state_flag_bit;
					end
					JG: begin  
						state <= 0;
						wrpc <= state_flag_bit;
					end
					JL: begin  
						state <= 0;
						wrpc <= state_flag_bit;
					end
					JNG: begin  
						state <= 0;
						wrpc <= ~state_flag_bit;
					end
					JNL: begin  
						state <= 0;
						wrpc <= ~state_flag_bit;
					end				
				endcase
			end
			    5: begin  
					if(command == CH) begin
						wrpc <= 1;
						state <= 0;
					end
					else if(command == IN) begin
						stwr <= 4;
						we3 <= 1;
						state <= 0;
					end
                    else if(command == POP) begin
                         spc_a <= 0; 
                         alu_op <= ADD_OP;
                         func <= alu_op;
                         spc_b <= 1;  
                         use_sp_r1 <= 1;
                         use_sp_w <= 1;
                         stwr <= 0;  
                         we3 <= 1;  
                         wrpc <= 0;
                         state <= 0;
                    end
                    else if(command == PUSH) begin
                        use_sp_r2 <= 1;  
                        seladdr <= 1;  
                        wrmem <= 1;  
                        state <= 0;
                    end
				end 
			endcase	
		end
 end
endmodule
==> flow_metrics.py <==
# Generated from Yosys and OpenROAD reports
metrics = {
    "worst_setup_path": {
        "worst_path_dominant_cell_family": "buffers and inverters",
        "cp_buf_inv_count": 2,
        "critical_path.startpoint_type": "input pin",
        "critical_path.cell_chain": "clkdlybuf4s50_1 > buf_4 > nand2b_1 > a21bo_2 > o311ai_2 > nor2_1 > a21oi_2 > mux2_2",
        "max_stage_delay_ps": 1000,
        "critPathMaxFanout": 21,
        "critical_path_class": "in2reg",
        "crit_cells": 8,
        "crit_slowest_cell": "clkdlybuf4s50_1",
        "worst-endpoint-required_ps": 4070,
        "r2r.worst_path.cells": 8,
        "arrival_ps": 3400,
        "crit_path_end_kind": "flop",
    },
    "cts": {
        "clk_pin_slew_ps": 70,
        "cts-htree-levels": 2,
        "clk-insertion-delay-late_ps": 280,
        "postCtsSetupRepairBufs": 0,
        "cts_buffers": 5,
        "cts.repair.resized": 0,
        "cts_root_buffer": "clkbuf_8",
        "cts-root-to-sink-buffers": 2,
        "tritoncts_clock_tree": "done",
        "cts.hold.buffers_added": 0,
        "clock-sinks": 34,
    },
    "placement": {
        "gpl.final_weighted_congestion": 0.9845,
        "dp_worst_setup_slack_ps": 423.1,
        "dp_hpwl_um": 6350,
        "port_buffers": 40,
    },
    "synthesis": {
        "yosysChipArea_sq_um": 2863,
        "yosys-stat-cells": 347,
        "synth_seq_share_pct": 30.03,
        "mappedNetlistArea_sq_um": 2863,
        "synth.cells.most_frequent": "34 x nor2_1, 30 x dfrtp_1, 26 x a21oi_1, 24 x nand2_1, 18 x o21ai_0",
        "enable_flop_cells": 1,
        "post-synth-top-area-cell": "dfrtp_1",
        "synth_flop_count": 34,
        "synth.yosys.warnings": 1,
        "share_of_async_settable_or_async_resettable_flops_after_synthesis_pct": 97.06,
        "postSynth.topFlopCell": "dfrtp_1",
        "synth.lib_cells_used.distinct": 73,
        "netlist.top_cell.by_instances": "nor2_1",
        "top_area_share_pct": 26.22,
        "syn_inst": 347,
        "synth.top_cells.by_area": "dfrtp_1 26%, a21oi_1 4.5%, nor2_1 4.5%, o21ai_0 3.1%, nand2_1 3.1%",
        "postSynthAreaPerCell_sq_um": 8.250,
    },
    "global_route": {
        "grt_first_pass_wirelength_um": 14080,
        "grt_antenna_before_repair": 0,
        "gr-usage-all-layers_pct": 30.72,
        "vias_in_the_first_global_route": 2655,
        "grt_start_max_net_pins": 34,
        "global_route.overflow_total": 0,
    },
    "finish": {
        "final_layout_size_suffix_gt1_share_pct": 13.09,
        "flow.area_growth_from_synthesis_pct": 18.79,
        "fillCellCount": 490,
        "flop_area_sq_um": 859.6,
        "layout.area.comb_sq_um": 1758,
    },
    "final_timing": {
        "hold_viol_final": 0,
        "timing.fmax_mhz": 309.4,
        "post-route-period-util_pct": 82.87,
        "slew_violations": 0,
        "finClkSkew_ps": 8.078,
        "slew_headroom_pct": 45.81,
        "fin_crit_ps": 3232,
        "setup_repair_after_global_routing_missed_its_margin": "false",
        "setup-violations-final": 0,
        "tightest_slew_ps": 810.3,
        "setup_total_negative_slack_ps": 0,
        "post-route-worst-setup-slack_ps": 668.0,
    },
    "die": {
        "core_util_floorplan_pct": 51.99,
        "die_w_um": 77.67,
        "floorplan.die_area_sq_um": 6032,
        "fp-row-count": 27,
        "i_o_pin_cnt": 46,
        "total_core_area_sq_um": 5507,
        "die_height_um": 77.67,
    },
    "drt": {
        "wire_per_inst_um": 19.00,
        "detailedRoute.firstIterationViolations": 180,
        "first_pass_iters": 5,
        "insertedDiodeCount": 0,
        "antenna_violating_nets_post_route": 0,
        "viasPerCell": 6.419,
        "vias": 2914,
        "totalWireLength_um": 8627,
        "drt_drc_violations_left": 0,
    },
    "status": {
        "outcome": "completed",
    },
    "worst_hold_path": {
        "hold_path_class": "reg2reg",
        "hold_path_depth": 1,
    },
    "power_and_ir_drop": {
        "cellLeakagePower_nw": 1.415,
        "max-vdd-ir-drop_mv": 0.2033,
        "pwr_density_cell_nw_per_um2": 245.7,
    },
    "flow_run": {
        "drv_cap": 0,
        "warnings": 29,
    },
}
-- final cells by class --
type,instances,share of cell area [%]
clock buffer,7,2.539
clock inverter,1,0.8830
inverter,15,1.656
multi-input combinational,269,51.69
sequential,34,25.28
tap,72,2.649
timing repair buffer,56,15.31
-- where the power goes --
group          switching, mW  internal (mW)  leakage, nW
Combinational         0.0919         0.0508        0.942
Clock                  0.129          0.208       0.0585
Sequential          0.000497          0.355        0.415
-- registers in the layout (all words and copies together) (netlist names), 2 cells and up --
signal,flops
func,5
state,3
stwr,3
Jcc,3
spc_b,2
-- cell usage in the layout, fill, tap and decap left out, types with 10 or more instances in the layout --
cell	instances
o22ai_1	10
a21oi_1	26
nor2_1	34
buf_4	16
dfrtp_1	30
inv_1	13
o21ai_0	18
clkdlybuf4s50_1	40
nand2_1	24
-- per-layer routing --
layer	routed length (um)	part of all wire, %	track usage (%)	vias up
met2	3897	45	45.58	146
li1	-	-	-	1350
met5	0	0	0	-
met1	3763	44	47.38	1390
met3	662	7.7	3.226	28
met4	303	3.5	11.70	0
-- stage by stage --
stage	hold WS [ps]	instance area, sq um	total power, mW	cells	util, %
2_1_floorplan	432.5	2878	0.4624	351	-
3_3_place_gp	476.2	3284	0.5021	446	59.65
3_5_place_dp	483.5	3284	0.5011	446	59.65
4_1_cts	499.5	3401	0.8351	454	61.76
5_1_grt	520.9	3401	0.8690	454	61.76
6_report	494.4	3401	0.8356	454	61.76
-- worst paths after layout --
path                            startpoint      end  slack [ps]
worst min register to register         we3      we3         490
worst max register to register    state[1]  stwr[0]        1280
worst min-delay path                   we3      we3         490
max in group asynchronous             init      rst        2640
worst max-delay path             opcode[2]  func[1]         670
min in group asynchronous             init      we3         930
-- cell families (layout without fill, tap and decap cells) --
| family | count (synthesis) | after routing | share of synthesized area [%] |
|---|---|---|---|
| and+or+nand+nor | 126 | 126 | 23.86 |
| adders and majority gates | 5 | 5 | 2.185 |
| AOI/OAI and AO/OA | 123 | 123 | 31.03 |
| buffers and inverters | 48 | 79 | 9.091 |
| DFF | 34 | 34 | 30.03 |
| xor gates and xnor gates | 2 | 2 | 0.6120 |
| other | 1 | 5 | 0.1310 |
| muxes | 8 | 8 | 3.059 |
Power is estimated from default activity; no workload was simulated.
