## ./constraint.sdc

```tcl
current_design alu_16

set clk_period 127.9
set clk_io_pct 0.2

create_clock -name clk0 -period $clk_period

set non_clock_inputs [all_inputs -no_clocks]
set_input_delay [expr $clk_period * $clk_io_pct] -clock clk0 $non_clock_inputs
set_output_delay [expr $clk_period * $clk_io_pct] -clock clk0 [all_outputs]
```

## ./config.mk

```make
export PLATFORM = sky130hd
export DESIGN_NAME = alu_16
export DESIGN_NICKNAME = alu_16
export VERILOG_FILES = /design/flow/design.v
export SDC_FILE = /design/flow/constraint.sdc
export NUM_CORES = 4
export LEC_CHECK = 1
export CORE_UTILIZATION = 50
```

## ./run.sh

```bash
#!/bin/bash
# OpenROAD 26Q1-2900-gdf79404cd8, Yosys 0.63+post, stock flow scripts
make -C /OpenROAD-flow-scripts/flow DESIGN_CONFIG=/design/flow/config.mk WORK_HOME=/design/flow/orfs finish
```

## ./design.v

```verilog
module alu_16
 #(parameter control_alu = 5)
 (input logic [15:0] a,b,input logic [control_alu-1:0] func,input logic [5:0] flagsin,output logic [5:0] flagsout,output logic [15:0] y);
 always_comb begin
	flagsout = 'b0;
	y = 'b0;
	case(func)
		0: {flagsout[4],y} = a+b+flagsin[3];  
		1: {flagsout[4],y} = a-b-flagsin[3];
		2: {flagsout[4],y} = a*b;
		3: {flagsout[4],y} = a/b;
		4: y = a%b;
		5: y = ~b;
		6: y = a|b;
		7: y = a&b;
		8: y = ~(a|b);
		9: y = ~(a&b);
		10: y = a^b;
		11: y = ~(a^b);
		12: begin
			y[7:0] = b[15:8];
			y[15:8] = b[7:0];
		    end
		13: {flagsout[3],y} = a << b;
		14: {flagsout[3],y} = a >> b;
		15: {flagsout[3],y} = a >>> b;
		16: y = y;
		17: begin
		flagsout[5] = (a == b);
		flagsout[2] = (y%2);
		flagsout[1] = (a>b);
		flagsout[0] = (a<b); 
		end
		default: begin
			y = 'b0;
			flagsout = 'b0;
		 end
	endcase
 end	 
endmodule
module tb_alu_16;
 reg[15:0] a,b;
 reg[4:0] func;
 reg[5:0] flagsin;
 wire[5:0] flagsout;
 wire[15:0] y;
 integer i;
 alu_16 test_unit(
            a,b,               
            func,
            flagsin,
            flagsout,
            y
     );
    initial begin
      flagsin = 6'b0;
      a = 10000;
      b = 2;
      func = 5'h0;
      for (i=0;i<=15;i=i+1)
      begin
       #10;
       func = func + 5'h01;
       #10;
      end;
      a = 16'hF6;
      b = 16'h0A;
    end
endmodule
```

==> results.toml <==
# implementation run metrics
[final_timing]
hold_violations = 0
finalClockPeriodUsage_pct = 68.8
maxSlewHeadroom_pct = 35.2
finalSetupViolations = 0
fin_setup_tns_ns = 0
rsz0062_at_grt = "false"
fmax_mhz = 11.4
min_period_ns = 88.03
slew_viol_final = 0
worst_pin_slew_ns = 0.947

[run_status]
outcome = "finished clean"

[setup_path]
critPathMaxFanout = 31
cpMostUsedCell = "ha_1"
cp-start-kind = "input port"
critPathLaunch = "b[14]"
crit_type = "input port to primary output"
worstPathArrival_ns = 62.45
critical_path_required_ns = 102.32
worstSetupEndpointType = "primary output"
max_stage_delay_ns = 0.78
cpMaxStageDelayCell = "o21ai_1"

[flow_run]
warnings = 91
cap_violations = 0

[die]
core-area_mm2 = 0.0477
die_w_um = 222
fp-utilization_pct = 50.7
die_y_um = 222
rows = 80
pin_count = 65
chipArea_mm2 = 0.0493

[logic_synthesis]
synth.distinct_cells = 93
synth_cells = 3456
synth_seq_share_pct = 0
avgSynthCellArea_um2 = 7.00
synth_chip_area_mm2 = 0.0242
yosys_warnings = 1
synth_area_mm2 = 0.0242
ys_cells = 3456

[global_routing]
gr-total-overflow = 0
grt_start_max_net_pins = 56
antenna_found_initial = 3
first_global_vias = 24700
grt_first_pass_wirelength_mm = 149
grtUsageTotal_pct = 40.8

[clock_tree]
cts-hold-fix-buffers = 0
cts_setup_buffers = 0
cts_resized = 0

[hold_path]
hp-start = "b[1]"
min_path_type = "input port to primary output"

[power_and_ir_drop]
p_comb_share_pct = 100.0
ir_worst_vdd_v = 0.0000308
clockPowerShare_pct = 0
p_per_area_mw_per_mm2 = 9.54
p_sw_uw = 147
p_int_uw = 97.7
p_leak_uw = 0.0116
p_seq_share_pct = 0
p_sw_share_pct = 60.1

[placed_design]
io_buffer_count = 59
hpwlAfterDp_mm = 76.3
dp.cells = 4076
place_congestion = 1.05

[drt]
drc = 0
dr.first_iter.drc_count = 2399
via_count = 26700
drt_pass1_iterations = 6
wl_mm = 100
diodes = 0
wl_per_cell_um = 24.6
ant_nets = 0
routed_via_density = 6.56

[finish]
syn2layout_area_growth_pct = 6.09
regArea_um2 = 0
comb_area_mm2 = 0.0227
n_fill_cell = 4600
clockBufferCount = 0
fin_cells = 4076
layout-drive-gt1-share_pct = 6.59
flops = 0
utilization_pct = 53.7
-- cell families after synthesis --
family | share of synthesized area (%)
simple gates | 22.8
fa+ha+maj | 29.8
xor+xnor | 8.04
other cells | 0.0155
compound gates | 28.9
buf+inv | 6.07
mux | 4.41
-- per-stage QoR --
| step | area (um2) | total power [uW] | worst slack (ns) | hold slack, ns |
|---|---|---|---|---|
| 2_1_floorplan | 24200 | 172 | 48.03 | 51.26 |
| 3_3_place_gp | 25700 | 238 | 41.25 | 52.19 |
| 3_5_place_dp | 25700 | 241 | 40.82 | 52.19 |
| 4_1_cts | 25700 | 243 | 40.75 | 52.20 |
| 5_1_grt | 25700 | 270 | 37.53 | 52.23 |
| 6_report | 25700 | 245 | 39.87 | 52.21 |
-- worst max-delay path, delay by kind of cell --
kind,cells,cell delay [ns]
buf+inv,12,3.27
mux,7,2.55
fa+ha+maj,16,4.72
compound gates,67,19.64
simple gates,25,6.59
-- Yosys cell counts (9+ instances only) --
| cell type | count | share of area, % |
|---|---|---|
| ha_1 | 417 | 22 |
| nand2_1 | 369 | 5.7 |
| nor2_1 | 355 | 5.5 |
| a21oi_1 | 265 | 5.5 |
| inv_1 | 236 | 3.7 |
| o21ai_0 | 191 | 4.0 |
| xnor2_1 | 135 | 4.9 |
| clkbuf_1 | 128 | 2.0 |
| fa_1 | 99 | 8.2 |
| nor3_1 | 94 | 1.9 |
| xor2_1 | 87 | 3.2 |
| a21o_1 | 81 | 2.5 |
| o21a_1 | 68 | 2.1 |
| nand3_1 | 63 | 1.3 |
| o211ai_1 | 52 | 1.6 |
| a31oi_1 | 51 | 1.3 |
| a211oi_1 | 50 | 1.6 |
| mux2_2 | 50 | 2.3 |
| or2_2 | 43 | 1.1 |
| or3_1 | 42 | 1.1 |
| mux2i_1 | 39 | 1.6 |
| o31ai_1 | 31 | 0.96 |
| nand2b_1 | 30 | 0.78 |
| nor4_1 | 30 | 0.78 |
| nand4_1 | 28 | 0.72 |
| nor2b_1 | 26 | 0.67 |
| o21bai_1 | 23 | 0.71 |
| a21boi_0 | 22 | 0.68 |
| and3_1 | 22 | 0.57 |
| and2_1 | 21 | 0.54 |
| a211o_1 | 20 | 0.72 |
| o221ai_1 | 17 | 0.62 |
| a221oi_1 | 16 | 0.58 |
| o21ai_1 | 13 | 0.27 |
| buf_1 | 12 | 0.19 |
| o211a_1 | 12 | 0.50 |
| o22ai_1 | 12 | 0.31 |
| a2111oi_0 | 11 | 0.40 |
| a221o_1 | 11 | 0.46 |
| o2111ai_1 | 11 | 0.40 |
| or4_1 | 11 | 0.34 |
| a311oi_1 | 10 | 0.36 |
| nor3b_1 | 10 | 0.31 |
| nand3b_1 | 9 | 0.28 |
| o31a_1 | 9 | 0.33 |
-- final cells by class --
cell class | instances | share of cell area [%]
Inverter | 242 | 3.54
Timing Repair Buffer | 150 | 4.89
Multi-Input combinational cell | 3069 | 88.6
Tap cell | 615 | 3.00
-- final timing paths --
kind                           to  cells past startpoint  slack, ns
worst max-delay path         y[0]                    127      39.87
worst min-delay path  flagsout[3]                      5      52.21
-- cell usage in the layout (no fill, tap or decap), types with 51 or more instances in the layout --
cell,n
nor3_1,94
nand2_1,369
nand3_1,63
nor2_1,355
clkdlybuf4s50_1,55
xor2_1,87
o21a_1,68
inv_1,234
ha_1,417
a21o_1,81
xnor2_1,135
a21oi_1,264
o21ai_0,190
buf_4,91
fa_1,99
o211ai_1,52
a31oi_1,51
-- power groups by stage --
stage / logic [uW] / registers, uW / clock network, uW
global route: 270 / 0 / 0
finish: 245 / 0 / 0
CTS: 243 / 0 / 0
-- metal layers --
layer  vias up  part of all wire (%)  track usage, %  wire [um]
met3       260                    11            11.4      11400
met1     12500                    42            56.5      42400
met2      1359                    42            61.3      42400
li1      12600                     -               -          -
met5         -                 0.013           0.587         13
met4         2                   4.1            13.7       4160
Power is estimated from default activity; no workload was simulated.
